$ cat design.v
module CNT_002(clk,rst,EN,Cout);
 input clk,rst,EN;
 output reg Cout;
reg [23:0]Q; 
always @ (posedge clk or negedge rst)
begin 
if(!rst) Q <=0;
else if(~EN) Q<=Q;
else if(Q==24'd9999999) begin Q<=0;Cout=~Cout;end
else Q <= Q+1;
end
endmodule 
$ cat run.sh
#!/bin/bash
# OpenROAD 26Q1-2900-gdf79404cd8, Yosys 0.63+post, stock flow scripts
make -C /OpenROAD-flow-scripts/flow DESIGN_CONFIG=/design/flow/config.mk WORK_HOME=/design/flow/orfs finish
$ cat config.mk
export PLATFORM = sky130hd
export DESIGN_NAME = CNT_002
export DESIGN_NICKNAME = CNT_002
export VERILOG_FILES = /design/flow/design.v
export SDC_FILE = /design/flow/constraint.sdc
export NUM_CORES = 4
export LEC_CHECK = 1
export CORE_AREA = 10 10 93 93
export DIE_AREA = 0 0 103 103
$ cat constraint.sdc
current_design CNT_002

set clk_period 2.8
set clk_io_pct 0.2

create_clock -name clk0 -period $clk_period [get_ports {clk}]

set non_clock_inputs [all_inputs -no_clocks]
set_input_delay [expr $clk_period * $clk_io_pct] -clock clk0 $non_clock_inputs
set_output_delay [expr $clk_period * $clk_io_pct] -clock clk0 [all_outputs]
==> run summary <==
outcome: finished, final reports clean
RSZ-0062 raised after global routing: false
Reg clk slew, reported paths: 80 ps
Cell area leaders: dfrtp_1 46%, xnor2_1 8.8%, nand4_1 5.3%
total power: 739 uW
Worst Hold Depth: 1
ys cells: 129
antenna-violating nets left: 0
Non-Filler Instances: 214
gate count of the mapped netlist: 129
Core Util at FP: 0.192
Worst setup EP type: flop
critical path arrival: 2450 ps
vias per cell: 4.46
first-pass GRT wire length: 4.60 mm
Pwr Density: 505 nW/um2
wire length on met1: 1.32 mm
worst hold path class: reg -> reg
Yosys top cell by area: dfrtp_1
DR iter-0 viols: 59
die area: 10600 um2
Area after DPL: 1420 um2
met2 WL post-DR: 1.10 mm
CP Launch Point: Q[17]$_DFFE_PN0P_
Startpoint Class: flop
highest layer used for signal routing: met4
vias in the first global route: 981
Worst path max stage delay: 620 ps
initial antenna violation count: 0
Hold Path End: Q[22]$_DFFE_PN0P_
CTS hold repair buffers: 0
port bufs: 3
Rel. slew slack: 0.585
Int Pwr: 540 uW
Post-route DRC: 0
placed cell count: 210
gr ovfl total: 0
period utilization: 0.829
fillcell total: 743
cells along the critical path: or4b_1 > or4_4 > nor4_4 > nor2_1
max_cap viols: 0
Setup CP Type: reg -> reg
max-slew violation count: 0
clk root buf: clkbuf_8
power share of the sequential group: 0.604
min-delay src: Q[22]$_DFFE_PN0P_
met3 wire length: 71 um
most numerous logic cell after layout: dfrtp_1
Max FO, Critical Path: 9
Area growth syn-to-layout: 12.6%
CTS tree: built
r2r startpoint: Q[17]$_DFFE_PN0P_
top area contributor share: 0.462
Fmax: 431 MHz
Fin. Hold Viols: 0
final WL: 2.52 mm
switching power total: 199 uW
Die X: 103 um
Clock Power Share: 0.282
Reg area: 631 um2
final worst path period need: 2320 ps
post-route setup TNS: 0 ps
Syn Area/Cell: 10.1 um2
Peak supply drop: 0.275 mV
Synthesis Warnings: 1
Crit-path slowest cell: nor4_4
number of buffers created by CTS: 3
tool warnings: 25
Resize count post-CTS: 0
flop-to-flop setup slack: 480 ps
Worst EP required: 2930 ps
pin count of the biggest net entering global routing: 25
gpl congestion: 0.834
setup bufs post-CTS: 0
routed len/inst: 11.8 um
post-route cell area: 1460 um2
# setup viols final: 0
Pre-antenna DRT Iters: 4
register share after synthesis: 0.486
Top cells excl fill/tap: 24 x dfrtp_1, 13 x xnor2_1, 11 x nand2_1, 11 x nand4_1, 9 x nor2_1
P_leak: 0.562 nW
Comb gate area: 634 um2
mapped cell area: 1300 um2
Sw Share: 0.269
die height: 103 um
hpwl dp: 1.89 mm
Site Rows: 30
Core Region: 6760 um2
Yosys chip area: 1300 um2
Yosys cell types: 30
Clock Sinks: 25
CTS max path bufs: 2
logic gate share of total power: 0.114
DP Worst Slack: 417 ps
ant diodes: 0
Latency at later pin: 260 ps
Post-synth regs: 25
clk_skew: 3.27 ps
fraction of layout cells with a size suffix above 1: 0.0522
slew of the pin with the lowest slew margin: 618 ps
via count: 955
final worst slack: 480 ps
Tot GR Track Use: 0.0526
Ports: 4
Max H-tree Level: 1
reg2reg end: Q[7]$_DFFE_PN0P_
worst-case reg-to-reg path depth: 4
## worst max path at each step
stage	end	slack, ps
after global routing	Q[10]$_DFFE_PN0P_	300
final	Q[7]$_DFFE_PN0P_	480
after CTS	Q[9]$_DFFE_PN0P_	460
## final cells by class
| class | count | area share |
|---|---|---|
| Multi-Input combinational cell | 97 | 0.434 |
| Clock buffer | 4 | 0.0308 |
| Tap cell | 80 | 0.0684 |
| Timing Repair Buffer | 4 | 0.0257 |
| Inverter | 4 | 0.0103 |
| Sequential cell | 25 | 0.431 |
## cell families (layout without fill, tap and decap cells)
kind of cell,count (synthesis),after routing,synth area share
AND-OR/OR-AND,12,12,0.0530
XOR/XNOR,17,17,0.115
adder cells (fa/ha/maj),1,1,0.00963
buffers and inverters,7,12,0.0260
flip-flops,25,25,0.486
AND/OR/NAND/NOR,67,67,0.311
## layer usage
| metal | global-route usage | vias to the layer above |
|---|---|---|
| met5 | 0 | - |
| met4 | 0.00642 | 0 |
| met3 | 0.00812 | 5 |
| met2 | 0.0839 | 16 |
| met1 | 0.0761 | 450 |
| li1 | - | 484 |
## flip-flops by register name (all words and copies together), names as in the netlist
name	count
Cout	1
Q	24
## cell usage after synthesis
cell,n
edfxtp_1,1
o22ai_1,1
nor4_4,1
xnor2_1,13
dfrtp_1,24
xor2_1,4
clkbuf_1,2
and3_1,2
and4_1,5
or4_4,1
nand2b_1,2
nor4_2,1
nor4b_1,1
inv_1,4
and2_1,2
nand2_1,11
or4b_1,1
nor2_1,9
o31ai_1,3
o21ai_0,3
nor2b_1,1
nand3_1,8
nor3_1,3
or3_1,2
a21oi_1,5
or4_1,3
ha_1,1
buf_6,1
nand4_1,11
nor4_1,3
## power by group through the flow
| stage | Combinational [mW] | Clock [mW] | Sequential (mW) |
|---|---|---|---|
| final | 0.0844 | 0.208 | 0.446 |
| after global routing | 0.0964 | 0.234 | 0.456 |
| after CTS | 0.0859 | 0.217 | 0.445 |
## stage by stage
stage,util,hold WS (ps)
finish,0.216,509
global route,0.216,542
CTS,0.216,510
detailed placement,0.210,497
global placement,0.210,490
floorplan,-,264
## worst max-delay path, delay by kind of cell (launching register included)
family	cells	cell delay (ps)
flip-flops	1	440
AND/OR/NAND/NOR	4	1750
No activity file was given, so power comes from the tool's default toggle rates.
