`/design/flow/design.v`:
```
module yima(Q,Q1,Q2);
input [7:0]Q;
output reg [6:0]Q1;
output reg [6:0]Q2;
reg [3:0]q1;
reg [3:0]q2;
always @ (Q)
begin 
q1[0]=Q[0];
q1[1]=Q[1];
q1[2]=Q[2];
q1[3]=Q[3];
q2[0]=Q[4];
q2[1]=Q[5];
q2[2]=Q[6];
q2[3]=Q[7];
Q1=7'b0000000;
Q2=7'b0000000;
case(q1)
4'b0000:Q1=7'b0111111;
4'b0001:Q1=7'b0000110;
4'b0010:Q1=7'b1011011;
4'b0011:Q1=7'b1001111;
4'b0100:Q1=7'b1100110;
4'b0101:Q1=7'b1101101;
4'b0110:Q1=7'b1111100;
4'b0111:Q1=7'b0000111;
4'b1000:Q1=7'b1111111;
4'b1001:Q1=7'b1100111;
default:Q1=7'b0000000;
endcase
case(q2)
4'b0000:Q2=7'b0111111;
4'b0001:Q2=7'b0000110;
4'b0010:Q2=7'b1011011;
4'b0011:Q2=7'b1001111;
4'b0100:Q2=7'b1100110;
4'b0101:Q2=7'b1101101;
4'b0110:Q2=7'b1111100;
4'b0111:Q2=7'b0000111;
4'b1000:Q2=7'b1111111;
4'b1001:Q2=7'b1100111;
default:Q2=7'b0000000;
endcase
end 
endmodule 
```
`/design/flow/run.sh`:
```
#!/bin/bash
# OpenROAD 26Q1-2900-gdf79404cd8, Yosys 0.63+post, stock flow scripts
make -C /OpenROAD-flow-scripts/flow DESIGN_CONFIG=/design/flow/config.mk WORK_HOME=/design/flow/orfs finish
```
`/design/flow/config.mk`:
```
export PLATFORM = sky130hd
export DESIGN_NAME = yima
export DESIGN_NICKNAME = yima
export VERILOG_FILES = /design/flow/design.v
export SDC_FILE = /design/flow/constraint.sdc
export NUM_CORES = 4
export LEC_CHECK = 1
export CORE_AREA = 10 10 70 70
export DIE_AREA = 0 0 80 80
```
`/design/flow/constraint.sdc`:
```
current_design yima

set clk_period 1.5
set clk_io_pct 0.2

create_clock -name clk0 -period $clk_period

set non_clock_inputs [all_inputs -no_clocks]
set_input_delay [expr $clk_period * $clk_io_pct] -clock clk0 $non_clock_inputs
set_output_delay [expr $clk_period * $clk_io_pct] -clock clk0 [all_outputs]
```
==> results.cfg <==
; synthesis and place-and-route metrics
[placement]
post_dp_cell_area_um2 = 732
dpl_worst_slack_ns = -0.722
dp_cells = 134
routabilityCongestion = 0.841
io_buffers = 22
dpl.hpwl_um = 1080

[power]
cellPowerDensity_nw_per_um2 = 257
leakage_nw = 0.416
peakVddDrop_v = 0.0000744

[global_routing]
grt_pass1_wl_um = 2280
grt_start_max_net_pins = 8
antenna_found_initial = 0
grt_pass1_vias = 540
track_usage = 0.0399
grt_overflow = 0

[run]
tool_warnings = 40
cap_violations = 0

[routing]
ant_nets = 0
wirelength_um = 1380
post_drt_wl_per_cell_um = 9.62
wl_met3_um = 85
wl_met1_um = 618
n_antenna_cell = 0
drt-initial-drc-count = 14
vias = 537
viasPerCell = 3.76
topRoutingLayerUsed = met3
route.detailed.drc = 0
wl_met2_um = 670
drt_pass1_iterations = 2

[clock_network]
cts_hold_buf = 0

[sta]
fmax_mhz = 689
fin_crit_ns = 1.45
report.final.slew_viol_count = 0
slew_headroom = 0.876
finalClockPeriodUsage = 0.968
setup_viol = 0
tightest_slew_ns = 0.186
postLayoutSetupSlackWorst_ns = 0.0483
fin_setup_tns_ns = 0
hold_violations = 0

[setup_path]
cp.arrival_ns = 1.15
critPathMaxFanout = 3
start_kind = input port
worst-setup-path-type = input port to output pin
required_ns = 1.20
endpoint_kind = output pin
startpoint = Q[4]

[synthesis]
yosysCellCount = 53
ys_seq_share = 0
yosysWarningCount = 1
top_logic_kind = AND-OR/OR-AND gates
synth.largest_area_cell = ha_1
ys_types = 15
simple_gate_area_frac = 0.123
syn_area_per_cell_um2 = 6.73
synth_area_um2 = 357
common_cells = ha_1 (10), inv_1 (10), o22ai_1 (7), a21oi_1 (6)
top_area_frac = 0.351
adder_share = 0.351
syn_inst = 53
yosys.area_share.aoi = 0.372
synth.mux.area_fraction = 0
xor_share = 0.0491
yosys-top-cells-area = ha_1 (35%), o22ai_1 (12%), inv_1 (11%), a21oi_1 (8.4%), o21ai_0 (5.6%)
ys_chip_area_um2 = 357

[status]
status = finished, final reports clean

[layout]
comb_area_um2 = 379
fin_util = 0.236
area_delta_synth_final_pct = 126
flops = 0
final_cells = 143
clock_buffers = 0
nFillCells = 382
seqCellArea_um2 = 0
drive_gt1_frac = 0.567
design_area_um2 = 807

[floorplan]
die_w_um = 80
fp_util = 0.104
core_um2 = 3420
chip_area_um2 = 6400
rows = 21
io_pins = 22
floorplan.die.height_um = 80

[worst_hold_path]
worstHoldStart = Q[4]
min_path_type = input port to output pin
hold_depth = 5
==> cell families after synthesis <==
kind of cell               count (synthesis)
and+or+nand+nor                            9
buffers and inverters                     10
xor gates and xnor gates                   2
AOI/OAI and AO/OA                         22
adders and majority gates                 10
==> worst max-delay path, cell delays in order <==
cell           delay, ns
buf_6               0.10
inv_2               0.06
buf_4               0.11
ha_4                0.12
a21oi_2             0.04
a21o_2              0.18
dlygate4sd2_1       0.24
==> layout make-up <==
type                       count  share of cell area
multi-input combinational     43               0.470
inverter                      10              0.0465
timing repair buffer          44               0.412
tap                           46              0.0713
==> layer usage <==
| metal | GRT usage | up-vias |
|---|---|---|
| met5 | 0 | - |
| met3 | 0.0114 | 0 |
| met1 | 0.0494 | 249 |
| li1 | - | 276 |
| met2 | 0.0698 | 12 |
| met4 | 0.00176 | 0 |
==> stage by stage <==
step | total power [W] | hold slack [ns]
floorplan | 0.0000606 | 0.625
global placement | 0.000198 | 1.68
detailed placement | 0.000200 | 1.67
CTS | 0.000194 | 1.03
global route | 0.000233 | 1.07
finish | 0.000207 | 1.02
==> worst paths after layout <==
path,to,slack [ns]
setup / recovery,Q2[2],0.05
hold / removal,Q2[0],1.02
==> power by group <==
group	internal (W)	leakage (nW)	switching, W
logic	0.000122	0.416	0.0000850
clock network	0	0	0
registers	0	0	0
==> placed cells by master, fill, tap and decap left out, types with 3 or more instances in the layout <==
| master | n |
|---|---|
| a21oi_2 | 3 |
| buf_2 | 9 |
| dlygate4sd2_1 | 6 |
| o22ai_1 | 6 |
| inv_1 | 3 |
| clkdlybuf4s15_1 | 3 |
| ha_1 | 6 |
| inv_2 | 7 |
| o21ai_1 | 3 |
| buf_6 | 4 |
| a21oi_1 | 3 |
| buf_4 | 20 |
==> timing repair <==
action / in CTS / in global routing
pin swaps: 11 / 8
gates resized: 65 / 16
setup buffers: 8 / 2
setup endpoints to repair: 14 / 9
No activity file was given, so power comes from the tool's default toggle rates.
