File: ./design.v
module CNT_003(clk,rst,EN,Cout);
 input clk,rst,EN;
 output reg Cout;
reg [23:0]Q; 
always @ (posedge clk or negedge rst)
begin 
if(!rst) Q <=0;
else if(~EN) Q<=Q;
else if(Q==24'd6999999) begin Q<=0;Cout=~Cout;end
else Q <= Q+1;
end
endmodule 
File: ./run.sh
#!/bin/bash
# OpenROAD 26Q1-2900-gdf79404cd8, Yosys 0.63+post, stock flow scripts
make -C /OpenROAD-flow-scripts/flow DESIGN_CONFIG=/design/flow/config.mk WORK_HOME=/design/flow/orfs finish
File: ./config.mk
export PLATFORM = sky130hd
export DESIGN_NAME = CNT_003
export DESIGN_NICKNAME = CNT_003
export VERILOG_FILES = /design/flow/design.v
export SDC_FILE = /design/flow/constraint.sdc
export NUM_CORES = 4
export LEC_CHECK = 1
export CORE_AREA = 10 10 104 104
export DIE_AREA = 0 0 114 114
File: ./constraint.sdc
current_design CNT_003

set clk_period 4.9
set clk_io_pct 0.2

create_clock -name clk0 -period $clk_period [get_ports {clk}]

set non_clock_inputs [all_inputs -no_clocks]
set_input_delay [expr $clk_period * $clk_io_pct] -clock clk0 $non_clock_inputs
set_output_delay [expr $clk_period * $clk_io_pct] -clock clk0 [all_outputs]
==> results.sh <==
# flow metrics
export IMPL_outcome="finished, final reports clean"
export IMPL_path_max_fanout=9
export IMPL_cts_root_buf="clkbuf_8"
export IMPL_path_clk_slew_ps=90
export IMPL_drive_gt1_frac=0.0889
export IMPL_clock_path_buffers=2
export IMPL_yosysSeqAreaShare=0.496
export IMPL_vias=954
export IMPL_ant_nets=0
export IMPL_antenna_found_initial=0
export IMPL_ys_cells=131
export IMPL_drtPass1Iterations=4
export IMPL_postSynth_asyncResetShare=0.960
export IMPL_grt_use_total=0.0384
export IMPL_fin_worst_skew_ps=5.16
export IMPL_fmax_mhz=349
export IMPL_cts_sinks=25
export IMPL_slew_violations=0
export IMPL_synth_edff_count=1
export IMPL_coreArea_um2=8680
export IMPL_cp_common_cell="or4_1"
export IMPL_ys_warn_count=1
export IMPL_maxCapViolations=0
export IMPL_die_h_um=114
export IMPL_min_from="Q[23]"
export IMPL_power_uw=442
export IMPL_critPathMaxStageDelay_ps=630
export IMPL_dpl_hpwl_um=1730
export IMPL_cts_setup_buffers=0
export IMPL_gp_routability_congestion=0.826
export IMPL_setup_viol=0
export IMPL_via_per_inst=3.93
export IMPL_cp_cell_sequence="clkdlybuf4s50_1 > nand3_2 > or4_1 > or4_1 > a21oi_1"
export IMPL_grt_pass1_vias=901
export IMPL_reg2reg_slack_ps=2800
export IMPL_port_buffers=3
export IMPL_numCtsBuffers=3
export IMPL_area_growth_pct=16.0
export IMPL_top_area_frac=0.472
export IMPL_floorplan_rows=34
export IMPL_grt_overflow=0
export IMPL_worstReg2RegStart="Q[3]"
export IMPL_postSynthAreaPerCell_um2=9.71
export IMPL_ys_area_um2=1270
export IMPL_post_route_min_period_ps=2860
export IMPL_hp_class="reg -> reg"
export IMPL_synth_distinct_cells=27
export IMPL_ys_top_cells_by_count="dfrtp_1 (24), xnor2_1 (14), nor2_1 (11)"
export IMPL_postSynthCellCount=131
export IMPL_ff_type="dfrtp_1"
export IMPL_dr_first_iter_drc_count=34
export IMPL_slowest_stage="or4_1"
export IMPL_rsz0062_at_grt="false"
export IMPL_cp_arrival_ps=3060
export IMPL_ctsResizeCount=0
export IMPL_diodes=0
export IMPL_tns_ps=0
export IMPL_fin_crit_sh=0.584
export IMPL_ys_ff=25
export IMPL_final_hold_violation_count=0
export IMPL_drc=0
export IMPL_top_cell="dfrtp_1"
export IMPL_warning_count=25
export IMPL_h_tree_depth=1
export IMPL_fin_area_um2=1480
export IMPL_p_leak_nw=0.540
export IMPL_syn_area_um2=1270
export IMPL_hold_worst_slack_ps=483
export IMPL_rr_endpoint="Cout"
export IMPL_power_density_nw_per_um2=299
export IMPL_clock_latency_late_pin_ps=270
export IMPL_die_area_um2=13000
export IMPL_hold_depth=1
export IMPL_crit_path_start_kind="primary input"
export IMPL_holdBufCountCts=0
export IMPL_ys_top_cells_by_area="dfrtp_1 (47%), xnor2_1 (9.6%), nand3_1 (3.9%)"
export IMPL_fp_util=0.147
export IMPL_required_ps=5100
export IMPL_routed_wirelength_um=2360
export IMPL_ir_worst_vdd_mv=0.254
export IMPL_grt_max_degree=26
export IMPL_dieWidth_um=114
export IMPL_grt_pass1_wl_um=4310
export IMPL_crit_path_end_kind="flip-flop"
export IMPL_io_pins=4
export IMPL_placed_area_um2=1430
export IMPL_cts_tree="yes"
export IMPL_fill_cells=997
export IMPL_largest_area_cell="dfrtp_1"
export IMPL_wl_per_cell_um=9.69
export IMPL_crit_type="in -> reg"
export IMPL_r2r_cells=5
export IMPL_slew_limit_headroom=0.521
export IMPL_tightest_slew_ps=712
export IMPL_worst_hold_path_endpoint="Q[23]"
## through the flow
stage,setup WS (ps),utilization,instances
finish,2040,0.170,243
global route,1970,0.170,243
CTS,2050,0.170,243
detailed placement,1770,0.165,239
global placement,1780,0.165,239
floorplan,2350,-,131
## routing by layer
layer | share of wire | GRT usage | vias up
met3 | 0.039 | 0.00904 | 0
met4 | 0 | 0 | 0
met1 | 0.54 | 0.0592 | 462
met2 | 0.42 | 0.0566 | 15
li1 | - | - | 477
met5 | 0 | 0 | -
## kinds of logic (layout without fill, tap and decap cells)
kind of cell               Yosys count  after routing  share of synthesized area
adders and majority gates            1              1                    0.00983
DFF                                 25             25                      0.496
AOI/OAI and AO/OA                   14             14                     0.0600
buffers and inverters                9             13                     0.0295
muxes                                1              1                    0.00787
and+or+nand+nor                     65             65                      0.287
xor gates and xnor gates            16             16                      0.110
## power by group
| group | total, mW | internal (mW) | switching, mW |
|---|---|---|---|
| registers | 0.264 | 0.229 | 0.0351 |
| logic | 0.0582 | 0.0267 | 0.0315 |
| clock network | 0.120 | 0.0568 | 0.0632 |
| total | 0.442 | 0.312 | 0.130 |
## worst max path at each step
stage	end	slack (ps)	cells past startpoint	startpoint
CTS	Q[19]	2050	5	EN
global route	Q[19]	1970	5	EN
finish	Q[19]	2040	5	EN
## registers in the layout, indices dropped and copies added, names as in the netlist
register	count
Q	24
Cout	1
## worst max-delay path, delay by kind of cell
family | cells | cell delay, ps
and+or+nand+nor | 3 | 1330
buffers and inverters | 1 | 620
AOI/OAI and AO/OA | 1 | 140
## area by class of cell
class	instances	area, µm²	area share
tap	108	135	0.0915
clock buffer	3	41.3	0.0280
timing repair buffer	5	45.0	0.0305
clock inverter	1	5.00	0.00339
inverter	4	15.0	0.0102
sequential	25	631	0.427
multi-input combinational	97	604	0.409
## cells in the final DEF (no fill, tap or decap)
master | Yosys | layout
and3_1 | 2 | 2
ha_1 | 1 | 1
dfrtp_1 | 24 | 24
nor4_1 | 6 | 6
nor4bb_1 | 2 | 2
nand3_1 | 10 | 10
a21oi_1 | 6 | 6
mux2i_1 | 1 | 1
clkdlybuf4s50_1 | 0 | 3
xor2_1 | 2 | 2
o31ai_1 | 1 | 1
and2_1 | 1 | 1
inv_1 | 4 | 4
edfxtp_1 | 1 | 1
buf_4 | 0 | 2
nand2_1 | 8 | 8
or4_1 | 2 | 2
o2bb2ai_1 | 1 | 1
nor3_1 | 5 | 5
or3_2 | 3 | 3
o21ai_0 | 6 | 6
or3_1 | 4 | 4
xnor2_1 | 14 | 14
nand4_1 | 8 | 8
nand3_2 | 3 | 3
clkbuf_8 | 0 | 3
clkinv_2 | 0 | 1
nor2_1 | 11 | 11
No activity file was given, so power comes from the tool's default toggle rates.
